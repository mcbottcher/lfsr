File: run.sh
#!/bin/bash
# OpenROAD 26Q1-2900-gdf79404cd8, Yosys 0.63+post, stock flow scripts
make -C /OpenROAD-flow-scripts/flow DESIGN_CONFIG=/design/flow/config.mk WORK_HOME=/design/flow/orfs finish
File: config.mk
export PLATFORM = sky130hd
export DESIGN_NAME = Basys3_Abacus_Top
export DESIGN_NICKNAME = Basys3_Abacus_Top
export VERILOG_FILES = /design/flow/design.v
export SDC_FILE = /design/flow/constraint.sdc
export NUM_CORES = 4
export LEC_CHECK = 1
export CORE_AREA = 10 10 113 113
export DIE_AREA = 0 0 123 123
File: constraint.sdc
current_design Basys3_Abacus_Top

set clk_period 3.5
set clk_io_pct 0.2

create_clock -name clk0 -period $clk_period [get_ports {clk}]

set non_clock_inputs [all_inputs -no_clocks]
set_input_delay [expr $clk_period * $clk_io_pct] -clock clk0 $non_clock_inputs
set_output_delay [expr $clk_period * $clk_io_pct] -clock clk0 [all_outputs]
File: design.v
`timescale 1ns / 1ps
 module Basys3_Abacus_Top(
	 input clk,
     output [15:0] led
 );
wire sec_clk;
divider u1(
.clk(clk),
.sec_clk(sec_clk)
);
leddriver u2(
.clk(sec_clk),
.leds_out(led)
);
endmodule
`timescale 1ns / 1ps
module divider(
	input clk,
    output sec_clk
    );
reg [31:0] count;
reg sec_temp;
always @(posedge clk) begin
    count <= count + 1;
	if(count == 32'h2FAF080)
	begin
	   count <= 0;
	   sec_temp <= ~sec_temp;
	end
end 
assign sec_clk = sec_temp;
endmodule
`timescale 1ns / 1ps
module leddriver(
	input clk,
    output [15:0] leds_out
    );
reg [15:0] count;
always @(posedge clk) begin
    count <= count + 1;
end 
assign leds_out[15:0] = count[15:0];
endmodule
==> summary.txt <==
State of the implementation.

- The flow ran to the end, and the final reports show no timing, DRC or antenna violations.
- The clock passes through at most 2 buffers.
- For this run, the total global-route usage over all layers was measured as 5.52%.
- IR analysis of the VDD net gives a maximum drop of approximately 0.00022 V.
- The number of antenna violations at the first check in global routing is 0.
- Setup repair after global routing left no endpoint under its margin.
- The first routing iteration left between 150 and 200 violations.
- The type of element launching the critical path is a flop, for reference.
- According to the floorplan report, the total die area is about 15000 sq um.
- The floorplan step records an initial core utilization of 20.9%.
- For the completed layout, the total cell area is recorded as 2550 sq um.
- In the setup report, the worst path falls into the class flop to flop.
- The share of the clock period used by the worst path is 59.2%, for reference.
- The via count of the first global-routing pass is 1527, for reference.
- The tightest min-delay check is of the flop to flop type.
- Walking the worst path, the cells encountered are nand4_4 > or4_1 > or4_1 > a21oi_1.
- Per the cell usage report, the commonest logic cells after layout are sky130_fd_sc_hd__dfxtp_1 (48), sky130_fd_sc_hd__xnor2_1 (21), sky130_fd_sc_hd__nand2_1 (20).
- The timer found 16 register pins that no clock reaches; their paths are not timed.
- The number of vias per cell after detailed routing is 4.42, for reference.
- The mean cell area of the mapped netlist is 9.51 sq um, for reference.
- The detailed placer's ending HPWL is roughly 3100 um, for reference.
- The number of unique standard cell types used by synthesis is 40, for reference.
- Measured against the total synthesized area, the mux share comes to 0%.
- The share of the synthesized area in the top cell type is 44.5%, for reference.
- The upper clock frequency limit is 483 MHz, for reference.
- 32 endpoints have no timing constraint.
- Entering global routing, the biggest net connects 18 pins.
- The CTS tree is built, for reference.
- The family of cells with the greatest summed delay on the critical path is simple AND/OR/NAND/NOR gates, for reference.
- The synthesized netlist was found by Yosys to have 227 cells.
- Leaving out fill and tap cells, the most frequent cell in the layout is sky130_fd_sc_hd__dfxtp_1.
- The timing report notes that buffer and inverter cells on the critical path total 0.
- The post-placement cell area is 2460 sq um.
- The filler cell count is ~1.1k, for reference.
- In this run the tools logged warnings totalling 26.
- The number of buffers inserted by port buffering is 16, for reference.
- The power density over cell area is 260 nW/um^2, for reference.
- The flow measured a signed area growth from synthesis to layout of 18.4%.
- The chip area line in the Yosys stat output reads approximately 2200 sq um.
- The required time at the worst-slack endpoint is 3710 ps, for reference.
- The count of final hold-check violations is 0, for reference.
- In the post-synthesis netlist, the biggest area contributors are sky130_fd_sc_hd__dfxtp_1 (45%), sky130_fd_sc_hd__xnor2_1 (8.5%), sky130_fd_sc_hd__xor2_1 (4.9%).
- The final weighted congestion of routability-driven global placement is between 0.8 and 0.9, for reference.
- The xor-xnor portion of the synthesized cell area is 13.4%, for reference.
- Post-CTS timing repair inserted 0 buffers for setup.
- Per the final layout report, the fraction of cells sized above drive strength 1 comes to under 10%.
- After global routing the overflow that remains totals 0.
- The actual slew at the worst max-slew pin is slightly above 700 ps, for reference.
- The cell leakage power is a little under 0.9 nW, for reference.
- On the critical path, the stage with the largest delay is an instance of sky130_fd_sc_hd__or4_1.
- The routed design ends up with an antenna cell count of 0.
- After floorplanning, the core was divided into 37 placement rows.
- By instance count, the cell type seen most on the critical path is sky130_fd_sc_hd__or4_1.
- The final routed wire length divided by cell count is 11.0 um, for reference.
- The final report lists the setup-violating endpoint count as 0.
- In this run the maximum-capacitance check reported violations numbering 0.
- The first detailed-routing pass ran for 4 iterations.
- Clock skew on the completed layout was measured at roughly 8.6 ps.
- The maximum net fanout on the critical path is 9, for reference.
- In this run, the synthesized area fraction spent on and/or/nand/nor cells is recorded as 29.0%.
- The clock-pin slew of the registers on the worst-case setup and hold paths is around 70 ps, for reference.
- The wire length of the first global-routing pass is 7140 um, for reference.
- CTS placed an instance of sky130_fd_sc_hd__clkbuf_8 at the clock tree root.
- The sum of internal, switching and leakage power is 0.663 mW, for reference.
- Before any placement, the netlist area is recorded as approximately 2200 sq um.
- The cell-mix breakdown from Yosys lists the compound-gate area share as 7.07%.
- Per the synthesis report, the dominant area consumer among library cells is sky130_fd_sc_hd__dfxtp_1.
- The relative slew slack is 51.1%, for reference.
- The die height is roughly 120 um, for reference.
- The kind of end point of the critical path is a flop, for reference.
- The later pin in the worst-skew pair is clocked with a latency of approximately 280 ps.
- The setup TNS is 0 ps, for reference.
- After detailed routing, the total wire length is 4210 um.
- For the finished layout, the period the worst path requires is 2070 ps.
- The stage delay of the slowest cell on the critical path is approximately 730 ps, for reference.
- After synthesis the netlist holds a flip-flop and latch count of slightly below 50.
- Looking at the clock tree report, the H-tree level count equals 2.
- The total of hold buffers inserted after clock tree synthesis is 0, for reference.
- In the final report, the number of pins over their slew limit comes to 0.
- The number of buffers added by the clock tree synthesis step is 5, for reference.
- Counting the warning lines in the Yosys log gives 2.
- The core region is 10300 sq um.
- The via count is 1693, for reference.
- Counting every instance in the synthesized netlist gives 227.
- Once the clock tree was built, the resizer swapped 0 gates to a different size.
- The width of the die is 123 um, for reference.
- Yosys shows that the main logic family after synthesis is simple AND/OR/NAND/NOR gates.
- The detail route stage leaves a number of antenna-violating nets equal to 0.
- In this run, the synthesized area fraction spent on adder and majority cells is recorded as under 10%.
- The share of the Yosys chip area taken by registers is 45.9%.
- The routed layout reports a DRC error count of 0.
- 17 I/O pins were placed.
- The data arrival time of the worst path is 2290 ps, for reference.
[area by class of cell]
type                       count  area [sq um]  share of cell area (%)
multi-input combinational    164          1110                    43.3
tap                          136           170                    6.66
inverter                      10          37.5                    1.47
sequential                    49           991                    38.8
timing repair buffer          16           160                    6.27
clock buffer                   8          90.1                    3.53
[worst register-to-register path: cells and delay by family (launching register included)]
| family | cells | cell delay [ps] |
|---|---|---|
| flip-flops | 1 | 460 |
| AND-OR/OR-AND | 1 | 160 |
| AND/OR/NAND/NOR | 3 | 1380 |
[power by group]
group | total (mW) | switching, mW | internal [mW]
logic | 0.000000438 | 0 | 0
clock network | 0.286 | 0.126 | 0.160
registers | 0.377 | 0 | 0.377
[metal layers]
metal  up-vias  GRT usage (%)  share of wire, %
met1       776           7.66                47
met5         -              0                 0
met3         7           1.30               9.0
li1        860              -                 -
met2        50           8.60                42
met4         0           1.31               1.6
[registers in the layout, summed over array words and instances (netlist names)]
register and cells:
u2.count 16, u1.count 32, u1.sec_temp 1
[worst paths after layout]
kind                          startpoint                      end  slack [ps]  cells after the start
setup / recovery  u1.count[3]$_SDFF_PN0_  u1.count[22]$_SDFF_PN0_        1430                      4
hold / removal    u1.count[0]$_SDFF_PN0_   u1.count[0]$_SDFF_PN0_         460                      1
setup reg to reg  u1.count[3]$_SDFF_PN0_  u1.count[22]$_SDFF_PN0_        1430                      4
hold reg to reg   u1.count[0]$_SDFF_PN0_   u1.count[0]$_SDFF_PN0_         460                      1
[logic make-up after synthesis]
group | count (synthesis)
simple gates | 105
flops | 49
xor+xnor | 33
compound gates | 23
buf+inv | 14
fa+ha+maj | 3
[per-stage QoR]
step	instances	hold slack [ps]	util [%]	setup slack, ps
floorplan	227	430	-	1650
global placement	375	444	23.9	1470
detailed placement	375	454	23.9	1450
CTS	383	468	24.7	1430
global route	383	483	24.7	1290
finish	383	462	24.7	1430
[synthesized netlist by cell type, drive strengths merged]
cell     instances
and4             5
and2             3
nand2           20
xnor2           21
o21ai            4
a21oi            7
o31ai            4
nor2b            2
buf              3
edfxtp           1
clkbuf           1
nor2             9
or3              3
o32a             1
nor4            10
nor3            10
nor4b            3
ha               3
and3             3
xor2            12
o311ai           1
nand4           15
nand3           14
inv             10
o21a             1
or4              6
dfxtp           48
o41a             1
o2bb2ai          1
nand2b           2
a31oi            2
o22a             1
Power is estimated from default activity; no workload was simulated.
